## /design/flow/design.v

```verilog
module ALU(
	ALUResult, ALUFlags,
	ScrA, ScrB, ALUControl, InstrCode
	);
	input [31:0] ScrA, ScrB;
	input ALUControl;
	input [2:0] InstrCode;
	output reg [31:0] ALUResult;
	output reg ALUFlags;
	always@ (*) begin
		case(ALUControl)
			1'b0:  
				begin
					ALUResult = ScrA + ScrB;
					if(InstrCode == 3'b010)  
						ALUResult = ScrB;
				end
			1'b1:  
				ALUResult = ScrA - ScrB;
			default:  
				ALUResult <= 31'b0;
		endcase
		case(ALUResult)
			32'b0:
				ALUFlags = 1'b1;
			default:
				ALUFlags = 1'b0;
		endcase
	end
endmodule
module armreduced(
	input clk,
	input reset,
	output[31:0] pc,
	input[31:0] inst,
	input nIRQ,
	output[3:0] be,
	output[31:0] memaddr,
	output memwrite,
	output memread,
	output[31:0] writedata,
	input[31:0] readdata
	);
	assign be = 4'b1111;  
	assign memread = 'b1;  
	wire [31:0] SrcA;
	wire [31:0] D2;
	wire [31:0] ExtImm;
	wire [1:0] RegSrc;
	wire [1:0] ImmSrc;
	wire MemWrite;
	wire [31:0] SrcB;
	wire ALUSrc; 
	wire ALUControl;
	wire ALUFlags;
	wire RegWrite;
	wire MemtoReg;
	wire PCSrc;
	wire [31:0] Result;
	wire [31:0] ALUResult;
	wire [2:0] InstrCode;
	reg Flag_R;
	reg [31:0] PC_R;
	wire [31:0] PCPlus4 = PC_R + 4;
	wire [31:0] PCPlus8 = PC_R + 8; 
	assign pc = PC_R;
	ControlUnit cu (.PCSrc(PCSrc), .MemtoReg(MemtoReg), .MemWrite(MemWrite), .ALUControl(ALUControl), 
					.ALUSrc(ALUSrc), .ImmSrc(ImmSrc), .RegWrite(RegWrite), .RegSrc(RegSrc), .InstrCode(InstrCode),
					.Instr(inst), .Flags(Flag_R), .FlagWrite(FlagWrite));
	Extend ext (.ExtImm(ExtImm),
				.Instr(inst[23:0]), .ImmSrc(ImmSrc));
	ALU alu (.ALUResult(ALUResult), .ALUFlags(ALUFlags),
				.ScrA(SrcA), .ScrB(SrcB), .ALUControl(ALUControl), .InstrCode(InstrCode));
	wire [3:0] RA1 = (RegSrc[0] == 0 ? inst[19:16] : 4'b1111);
	wire [3:0] RA2 = (RegSrc[1] == 0 ? inst[3:0] : inst[15:12]);
	wire [3:0] RA3 = (InstrCode == 3'b111 ? 4'b1110 : inst[15:12]);
	wire [31:0] WD3 = (InstrCode == 3'b111 ? PCPlus4 : Result);
	RegisterFile rf (.RD1(SrcA), .RD2(D2),
						.CLK(clk), .A1(RA1), .A2(RA2), .A3(RA3), .R15(PCPlus8), 
						.WD3(WD3), .WE3(RegWrite), .InstrCode(InstrCode));
	assign SrcB = (ALUSrc == 0 ? D2 : ExtImm);
	assign memwrite = MemWrite;
	assign memaddr = ALUResult;
	assign writedata = D2;
	assign Result = (MemtoReg == 0) ? ALUResult : readdata;
	always@(negedge clk) begin
		if(reset)
			begin
				PC_R = 32'b0;
				Flag_R = 1'b0;
			end
		else
			begin
				if(FlagWrite)
					begin
						Flag_R = ALUFlags;
					end
				PC_R <= (PCSrc == 0 ? PCPlus4 : Result);
			end
	end
endmodule
module ControlUnit(
	PCSrc, MemtoReg, MemWrite, ALUControl, ALUSrc, ImmSrc, RegWrite, RegSrc, InstrCode, FlagWrite,
	Instr, Flags
	);
	input [31:0] Instr;
	input Flags;
	output PCSrc;
	output MemtoReg;
	output MemWrite;
	output ALUControl;
	output ALUSrc;
	output [1:0] ImmSrc;
	output RegWrite;
	output [1:0] RegSrc;
	output [2:0] InstrCode;
	output reg FlagWrite;
	reg [3:0] Cond;
	reg [1:0] Op;
	reg [5:0] Funct;
	reg [3:0] Rd;
	reg Zbit;
	reg [3:0] OpCode; 
	reg PCSrc_R;
	reg MemtoReg_R;
	reg MemWrite_R;
	reg ALUControl_R;
	reg ALUSrc_R;
	reg [1:0] ImmSrc_R;
	reg RegWirte_R;
	reg [1:0] RegSrc_R;
	reg [2:0] InstrCode_R;  
	always@(*) begin
		Cond <= Instr[31:28];
		Op <= Instr[27:26];
		Funct <= Instr[25:20];
		Rd <= Instr[15:12] ;
		Zbit <= Flags;
		OpCode <= Instr[24:21];
		ImmSrc_R <= 3;
		PCSrc_R <= 0;
		if (Cond == 4'b1110
			|| (Cond == 4'b0000 && Zbit == 1'b1)
			|| (Cond == 4'b0001 && Zbit == 1'b0))
			begin
				case(Op)
					2'b00:  
						begin
							case(OpCode)
								4'b0100:  
									begin
										PCSrc_R <= 1'b0;
										MemtoReg_R <= 1'b0;
										MemWrite_R <= 1'b0;
										ALUControl_R <= 1'b0;
										ALUSrc_R <= (Instr[25] == 0 ? 1'b0 : 1'b1);
										ImmSrc_R <= (Instr[25] == 0 ? 2'b00 : 2'b01);
										RegWirte_R <= 1'b1;
										RegSrc_R <= 2'b0;
										InstrCode_R <= 3'b000;
										FlagWrite <= (Instr[20] == 1 ? 1'b1 : 1'b0);
									end
								4'b0010:  
									begin
										PCSrc_R <= 1'b0;
										MemtoReg_R <= 1'b0;
										MemWrite_R <= 1'b0;
										ALUControl_R <= 1'b1;
										ALUSrc_R <= (Instr[25] == 0 ? 1'b0 : 1'b1);
										ImmSrc_R <= (Instr[25] == 0 ? 2'b00 : 2'b01);
										RegWirte_R <= 1'b1;
										RegSrc_R <= 2'b0;
										InstrCode_R <= 3'b001;
										FlagWrite <= (Instr[20] == 1 ? 1'b1 : 1'b0);
										end
								4'b1101:  
									begin
										PCSrc_R <= (Instr[15:12] == 4'b1111 ? 1'b1 : 1'b0);
										MemtoReg_R <= 1'b0;
										MemWrite_R <= 1'b0;
										ALUControl_R <= 1'b0;
										ALUSrc_R <= (Instr[25] == 0 ? 1'b0 : 1'b1);
										ImmSrc_R <= (Instr[25] == 0 ? 2'b00 : 2'b01);
										RegWirte_R <= 1'b1;
										RegSrc_R <= 2'b0;
										InstrCode_R <= 3'b010;
										FlagWrite <= (Instr[20] == 1 ? 1'b1 : 1'b0);
									end
								4'b1010:  
									begin
										PCSrc_R <= 1'b0;
										MemtoReg_R <= 1'bx;
										MemWrite_R <= 1'b0;
										ALUControl_R <= 1'b1;
										ALUSrc_R <= (Instr[25] == 0 ? 1'b0 : 1'b1);
										ImmSrc_R <= (Instr[25] == 0 ? 2'b00 : 2'b01);
										RegWirte_R <= 1'b0;
										RegSrc_R <= 2'b0;
										InstrCode_R <= 3'b011;
										FlagWrite <= 1'b1;
									end
								default:;  
							endcase
						end
					2'b01:  
						begin
							case(Instr[20])
								1'b0:  
									begin
										PCSrc_R <= 1'b0;
										MemtoReg_R <= 1'bx;
										MemWrite_R <= 1'b1;
										ALUControl_R <= (Instr[23] == 0 ? 1'b1 : 1'b0);
										ALUSrc_R <= (Instr[25] == 1 ? 1'b0 : 1'b1);
										ImmSrc_R <= (Instr[25] == 1 ? 2'b00 : 2'b10);
										RegWirte_R <= 1'b0;
										RegSrc_R[0] <= 1'b0;
										RegSrc_R[1] <= 1'b1;
										InstrCode_R <= 3'b100;
									end
								1'b1:  
									begin
										PCSrc_R <= (Instr[15:12] == 4'b1111 ? 1'b1 : 1'b0);
										MemtoReg_R <= 1'b1;
										MemWrite_R <= 1'b0;
										ALUControl_R <= (Instr[23] == 0 ? 1'b1 : 1'b0);
										ALUSrc_R <= (Instr[25] == 1 ? 1'b0 : 1'b1);
										ImmSrc_R <= (Instr[25] == 1 ? 2'b00 : 2'b10);
										RegWirte_R <= 1'b1;
										RegSrc_R <= 2'b0;
										InstrCode_R <= 3'b101;
									end
								default:;  
							endcase
						end
					2'b10:  
						begin
							case(Instr[24])
								1'b0:  
									begin
										PCSrc_R <= 1'b1;
										MemtoReg_R <= 1'b0;
										MemWrite_R <= 1'b0;
										ALUControl_R <= 1'b0;
										ALUSrc_R <= 1'b1;
										ImmSrc_R <= 2'b11;
										RegWirte_R <= 1'b0;
										RegSrc_R <= 2'b11;
										InstrCode_R <= 3'b110;
									end
								1'b1:  
									begin
										PCSrc_R <= 1'b1;
										MemtoReg_R <= 1'b0;
										MemWrite_R <= 1'b0;
										ALUControl_R <= 1'b0;
										ALUSrc_R <= 1'b1;
										ImmSrc_R <= 2'b11;
										RegWirte_R <= 1'b0;
										RegSrc_R <= 2'b11;
										InstrCode_R <= 3'b111;
									end
								default:;  
							endcase
						end
					default:;  
				endcase
			end
	end
	assign PCSrc = PCSrc_R;
	assign MemtoReg = MemtoReg_R;
	assign MemWrite = MemWrite_R;
	assign ALUControl = ALUControl_R;
	assign ALUSrc = ALUSrc_R;
	assign ImmSrc = ImmSrc_R;
	assign RegWrite = RegWirte_R;
	assign RegSrc = RegSrc_R;
	assign InstrCode = InstrCode_R;
endmodule
module Extend(
	ExtImm,
	Instr, ImmSrc
	);
 input [23:0] Instr;
 input [1:0] ImmSrc;
 output reg [31:0] ExtImm;
	always @(*) begin
		case(ImmSrc)
			2'b01:  
				begin
					ExtImm = {{8{1'b0}}, Instr[23:0]};
				end
			2'b10:  
				begin
					ExtImm = {{20{1'b0}} ,Instr[11:0]};
				end
			2'b11:  
				begin
					ExtImm = {{6{Instr[23]}}, Instr[23:0], 2'b00};
				end
			default:
				ExtImm = {{6{Instr[23]}}, Instr[23:0], 2'b00};
		endcase
	end
endmodule
module RegisterFile(
	RD1, RD2,
	CLK, A1, A2, A3, R15, WD3, WE3, InstrCode
	);
	input CLK;
	input [3:0] A1;
	input [3:0] A2;
	input [3:0] A3;
	input [31:0] R15;
	input [31:0] WD3;
	input WE3;
	input [2:0] InstrCode;
	output [31:0] RD1;
	output [31:0] RD2;
	reg [31:0] register[15:0];
	assign RD1 = (A1 == 4'b1111 ? R15 : register[A1]);
	assign RD2 = (A2 == 4'b1111 ? R15 : register[A2]);
	always@(negedge CLK) begin
		if(WE3 && A3 != 15)
			begin
				register[A3] <= WD3;
			end
		if(InstrCode == 3'b111) 
			begin
				register[14] <= R15 - 4;
			end
		register[15] <= R15;
	end
endmodule
```

## /design/flow/run.sh

```bash
#!/bin/bash
# OpenROAD 26Q1-2900-gdf79404cd8, Yosys 0.63+post, stock flow scripts
make -C /OpenROAD-flow-scripts/flow DESIGN_CONFIG=/design/flow/config.mk WORK_HOME=/design/flow/orfs finish
```

## /design/flow/config.mk

```make
export PLATFORM = sky130hd
export DESIGN_NAME = armreduced
export DESIGN_NICKNAME = armreduced
export VERILOG_FILES = /design/flow/design.v
export SDC_FILE = /design/flow/constraint.sdc
export NUM_CORES = 4
export LEC_CHECK = 1
export CORE_UTILIZATION = 30
```

## /design/flow/constraint.sdc

```tcl
current_design armreduced

set clk_period 31.2
set clk_io_pct 0.2

create_clock -name clk0 -period $clk_period [get_ports {clk}]

set non_clock_inputs [all_inputs -no_clocks]
set_input_delay [expr $clk_period * $clk_io_pct] -clock clk0 $non_clock_inputs
set_output_delay [expr $clk_period * $clk_io_pct] -clock clk0 [all_outputs]
```

==> results.sh <==
# physical design summary
export IMPL_pwr_share_clk=0.356
export IMPL_wl_mm=158.4
export IMPL_hold_slack_ps=454.9
export IMPL_cp_cell_sequence="clkdlybuf4s50_1 > mux2i_4 > nand2_1 > buf_4 > a21oi_1 > a22o_1 > o41a_1 > nor2_1 > a21o_1 > ha_1 > inv_1 > or3_1 > o32a_1 > a21oi_1 > o21ai_0 > a41oi_1 > nor2_1 > nor4_1 > mux2_2 > nor2_1 > a21oi_1 > buf_4"
export IMPL_grtUsageTotal=0.2777
export IMPL_drt_iter0_markers=3129
export IMPL_path_clk_slew_ps=30
export IMPL_maxSlewHeadroom=0.2824
export IMPL_hpwl_mm=108.9
export IMPL_unclocked_pins=11
export IMPL_critPathSlowestCell="clkdlybuf4s50_1"
export IMPL_ys_cells=3645
export IMPL_cts_tree="yes"
export IMPL_ys_sh_mux=0.08178
export IMPL_p_sw_frac=0.3824
export IMPL_cts_max_path_buffers=3
export IMPL_rsz0062_at_grt="no"
export IMPL_critical_path_class="input port to register"
export IMPL_wl_per_cell_um=27.16
export IMPL_io_pins=169
export IMPL_switchingPower_mw=1.036
export IMPL_max_stage_delay_ps=750
export IMPL_max_cap_violations=0
export IMPL_drv_slew=0
export IMPL_internal_power_mw=1.673
export IMPL_finalPower_mw=2.709
export IMPL_power_frac_comb=0.309
export IMPL_final_util=0.3686
export IMPL_grt_ovfl_total=0
export IMPL_drc=0
export IMPL_netlist_instances=3645
export IMPL_syn_cell_area_um2=34750
export IMPL_async_flop_share=0
export IMPL_seqPwrFrac=0.336
export IMPL_ff_type="edfxtp_1"
export IMPL_initCoreUtil=0.3030
export IMPL_setup_viol=0
export IMPL_status="completed"
export IMPL_cts_hold_buf=0
export IMPL_peakVddDrop_mv=0.04918
export IMPL_worstSetupEndpointType="register"
export IMPL_io_buffers=162
export IMPL_path_depth=22
export IMPL_die_w_um=342.3
export IMPL_clock_root_buffer="clkbuf_16"
export IMPL_power_density_nw_per_um2=64.08
export IMPL_fin_setup_tns_ps=0
export IMPL_ys_flops=548
export IMPL_adder_share=0.02672
export IMPL_ys_sh_aoi=0.2046
export IMPL_crit_family="AND-OR/OR-AND gates"
export IMPL_cp_data_required_time_ps=16090
export IMPL_chipArea_um2=117200
export IMPL_fin_worst_skew_ps=44.28
export IMPL_syn2layout_area_growth_pct=21.65
export IMPL_num_rows=124
export IMPL_postCtsSetupBuffers=0
export IMPL_numCtsBuffers=57
export IMPL_cp_buffers_inverters=4
export IMPL_p_leak_nw=17.09
export IMPL_ant_nets=0
export IMPL_rr_worst_depth=17
export IMPL_placed_cell_area_um2=38370
export IMPL_ys_warn_count=6
export IMPL_ctsResizeCount=0
export IMPL_syn_avg_cell_area_um2=9.532
export IMPL_ys_area_um2=34750
export IMPL_worstMarginPinSlew_ps=1074
export IMPL_finalHoldViolations=0
export IMPL_holdPathStages=2
export IMPL_synth_distinct_cells=107
export IMPL_clock_latency_ps=690
export IMPL_untimed_endpoints=12
export IMPL_antenna_found_initial=9
export IMPL_finalInstanceArea_um2=42270
export IMPL_simple_gate_share=0.1582
export IMPL_cts_max_level=2
export IMPL_core_area_um2=114700
export IMPL_arrival_ps=14440
export IMPL_logic_family="AND-OR/OR-AND gates"
export IMPL_edf_count=480
export IMPL_drtPass1Iterations=5
export IMPL_cp_max_fo=14
export IMPL_final_layout_size_suffix_gt1_frac=0.1057
export IMPL_grt_pass1_vias=33487
export IMPL_warning_count=599
export IMPL_die_height_um=342.3
export IMPL_startpoint_type="input port"
export IMPL_ys_sh_xor=0.02323
export IMPL_grt_first_pass_wirelength_mm=225.4
export IMPL_hold_path_class="register to register"
export IMPL_vias_per_cell=5.753
export IMPL_dr_total_vias=33546
export IMPL_grt_max_degree=87
export IMPL_place_congestion=1.038
routing by layer:
layer	routed length, µm	vias up	global-route usage
li1	-	14971	-
met4	8009	12	0.1324
met1	59360	16007	0.3467
met3	21590	409	0.1502
met5	177	-	0.01225
met2	69240	2147	0.3957
stage by stage:
step	std cells	worst slack, ps
floorplan	3649	3943
global route	5826	1404
global placement	5190	1353
finish	5831	1655
detailed placement	5190	1293
CTS	5826	1908
flip-flops by register name, indices dropped and copies added (netlist names):
name,cells
cu.FlagWrite,1
cu.MemtoReg_R,1
cu.ALUSrc_R,1
cu.MemWrite_R,1
cu.RegWirte_R,1
Flag_R,1
cu.ALUControl_R,1
cu.InstrCode_R,3
rf.register,504
PC_R,32
cu.RegSrc_R,2
synth_stat cells (12+ instances only):
master    instances  area share
edfxtp_1        480        0.41
nand2_1         441       0.048
nor2_1          300       0.032
o21ai_0         240       0.035
a21oi_1         201       0.029
clkbuf_1        187       0.020
inv_1           130       0.014
mux2i_1         110       0.032
nand3_1         105       0.015
mux2_2           97       0.031
nor3_1           96       0.014
a211oi_1         87       0.019
a31oi_1          81       0.015
o22ai_1          73       0.013
ha_1             71       0.026
xnor2_1          66       0.017
dfxtp_1          57       0.033
buf_2            50      0.0072
nor2b_1          50      0.0090
o211ai_1         42      0.0091
nand2b_1         38      0.0068
o221ai_1         33      0.0083
buf_1            31      0.0033
a21o_1           30      0.0065
and3_1           30      0.0054
mux4_2           26       0.017
nand4_1          25      0.0045
a22oi_1          23      0.0050
a311oi_1         23      0.0058
xor2_1           23      0.0058
o311a_1          20      0.0058
o31ai_1          20      0.0043
o32ai_1          20      0.0050
buf_4            18      0.0039
nor4_1           18      0.0032
or3_1            16      0.0029
and2_1           15      0.0027
o21a_1           15      0.0032
o22a_1           15      0.0038
a221o_1          14      0.0040
a221oi_1         14      0.0035
o21ai_1          12      0.0017
power by group through the flow:
stage | registers (mW) | clock network (mW) | logic [mW]
global route | 0.910 | 1.07 | 0.884
finish | 0.909 | 0.963 | 0.836
CTS | 0.908 | 0.986 | 0.817
cell usage in the layout (no fill, tap or decap), types with 18 or more instances in the layout:
master | synthesis | final
a211oi_1 | 87 | 87
a21o_1 | 30 | 30
a21oi_1 | 201 | 201
a22oi_1 | 23 | 23
a311oi_1 | 23 | 23
a31oi_1 | 81 | 81
and3_1 | 30 | 29
buf_4 | 18 | 164
clkbuf_16 | 0 | 58
clkdlybuf4s50_1 | 0 | 155
dfxtp_1 | 57 | 57
edfxtp_1 | 480 | 480
ha_1 | 71 | 71
inv_1 | 130 | 679
mux2_2 | 97 | 97
mux2i_1 | 110 | 108
mux4_2 | 26 | 26
nand2_1 | 441 | 440
nand2b_1 | 38 | 37
nand3_1 | 105 | 104
nand4_1 | 25 | 25
nor2_1 | 300 | 287
nor2b_1 | 50 | 49
nor3_1 | 96 | 92
nor4_1 | 18 | 18
o211ai_1 | 42 | 42
o21ai_0 | 240 | 237
o221ai_1 | 33 | 33
o22ai_1 | 73 | 73
o311a_1 | 20 | 20
o31ai_1 | 20 | 20
o32ai_1 | 20 | 19
xnor2_1 | 66 | 66
xor2_1 | 23 | 23
final cells by class:
cell class	instances	area (µm²)
Timing Repair Buffer	327	2865
Fill cell	11220	72390
Antenna cell	5	12.51
Clock buffer	58	1451
Inverter	132	495.5
Multi-Input combinational cell	2670	17390
Clock inverter	579	2434
Sequential cell	548	15720
Tap cell	1512	1892
logic make-up after synthesis:
family / Yosys count
AND-OR/OR-AND: 1070
AND/OR/NAND/NOR: 1195
latches: 11
adder cells (fa/ha/maj): 73
buffers and inverters: 431
multiplexers: 237
XOR/XNOR: 90
other: 1
flip-flops: 537
path summary, 6_finish.rpt:
| check | to | slack, ps | from |
|---|---|---|---|
| worst min register to register | Flag_R$_SDFFE_NP0P_ | 450 | Flag_R$_SDFFE_NP0P_ |
| worst min-delay path | Flag_R$_SDFFE_NP0P_ | 450 | Flag_R$_SDFFE_NP0P_ |
| worst max-delay path | rf.register[4][29]$_DFFE_NP_ | 1660 | inst[15] |
| worst max register to register | rf.register[6][30]$_DFFE_NP_ | 23540 | PC_R[3]$_SDFF_NP0_ |
worst register-to-register path: stages (launching register included):
cell,delay (ps)
dfxtp_1,610
ha_1,430
nand3_1,200
nor3_2,730
xnor2_1,250
o22ai_1,640
ha_1,510
inv_1,230
nand3_1,260
a2111oi_1,830
nor4b_2,270
nor3_1,420
o21ai_0,270
a2111oi_0,570
a211oi_2,180
mux2i_1,460
nand2_1,140
o21a_1,300
Power and IR drop assume default switching activity.
